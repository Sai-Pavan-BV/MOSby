**/design/flow/constraint.sdc**
```tcl
current_design mem_access

set clk_period 1.0
set clk_io_pct 0.2

create_clock -name clk0 -period $clk_period [get_ports {clk_1}]
create_clock -name clk1 -period $clk_period [get_ports {rst}]

set non_clock_inputs [all_inputs -no_clocks]
set_input_delay [expr $clk_period * $clk_io_pct] -clock clk0 $non_clock_inputs
set_output_delay [expr $clk_period * $clk_io_pct] -clock clk0 [all_outputs]
```
**/design/flow/design.v**
```verilog
module mem_access (rst,clk_1,clk_2,en,pc_data,w_rd,
                    address,pc,
                    data_out,data_bus,
                    address_out);
input wire rst,clk_1,clk_2,en,pc_data,w_rd;
input wire[15:0] address,pc;
inout[7:0] data_out,data_bus;
output wire[15:0] address_out;
reg[7:0] data_out_buff,data_bus_buff;
assign address_out=(!rst&en)?(pc_data?pc:address):16'hzzzz;
assign data_out=(!rst&en&w_rd)?data_out_buff:8'hzz;
assign data_bus=((!rst)&en&(!w_rd))?data_bus_buff:8'hzz;
always @(posedge rst ) begin
    data_bus_buff<=0;
    data_out_buff<=0;
end
always @(negedge clk_1 ) begin
    if(en) begin
        if(w_rd) begin  
            data_out_buff=data_bus;
        end
    end
    else begin
        if(!w_rd) begin  
        data_bus_buff=data_out;
        end
    end
end
endmodule
```
**/design/flow/config.mk**
```make
export PLATFORM = sky130hd
export DESIGN_NAME = mem_access
export DESIGN_NICKNAME = mem_access
export VERILOG_FILES = /design/flow/design.v
export SDC_FILE = /design/flow/constraint.sdc
export NUM_CORES = 4
export LEC_CHECK = 1
export CORE_AREA = 10 10 70 70
export DIE_AREA = 0 0 80 80
```
**/design/flow/run.sh**
```bash
#!/bin/bash
# OpenROAD 26Q1-2900-gdf79404cd8, Yosys 0.63+post, stock flow scripts
make -C /OpenROAD-flow-scripts/flow DESIGN_CONFIG=/design/flow/config.mk WORK_HOME=/design/flow/orfs finish
```
==> CHANGELOG.md <==
### Metrics

- Status: finished, violations left
- Failing checks: setup timing
- Chip area: 6400 µm²
- Summed instance area of the synthesized netlist: 373 µm²
- Most area-hungry cell type in the Yosys netlist: sky130_fd_sc_hd__mux2_4
- Fin cells: 129
- Summed negative setup slack over all endpoints: -0.913 ns
- Yosys warning total: 36
- Die Ht: 80 µm
- CP Class: input port to output port
- Switching share of power: 24.8%
- Number of remaining DRC errors: 0
- Number of clock buffers in the layout: 0
- Global-route wire length before repair: 2710 µm
- Post-Route WL: 1970 µm
- Aggregate global routing overflow: 0
- Tot GR Track Use: 5.33%
- Initial antenna violation count: 0
- Sequential cell fraction of total power: 0%
- Switching power total: 0.0773 mW
- Row count: 21
- Hold buffer count at cts: 0
- Number of slew-limit violations in the final report: 0
- Total cell area reported by yosys after synthesis: 373 µm²
- Worst EP arrival: 0.87 ns
- Core Area: 3420 µm²
- First-pass DRT Iterations: 2
- Post-DP HPWL: 1700 µm
- Sequential-to-total area share from yosys stat: 0%
- Clk network pwr share: 0%
- Combinational fraction of design power: 100.0%
- Internal portion of total power: 0.234 mW
- Final Total Pwr: 0.311 mW
- Leading cell types in the layout, fill and taps excluded: 32 x sky130_fd_sc_hd__dlygate4sd2_1, 16 x sky130_fd_sc_hd__mux2_4, 16 x sky130_fd_sc_hd__conb_1
- Via count: 401
- Combined flip-flop and latch cell area: 0 µm²
- Reported leakage power: 0.469 nW
- Routability congestion estimate from global placement: 0.870
- Largest driver fanout on the critical path: 8
- Count of final hold-check violations: 0
- Number of standard cells after synthesis: 35
- Worst EP required: 0.80 ns
- Maximum number of pins on one net before global-route repair: 9
- Crit end category: output port
- Initial DRC count: 4
- Layout sequential cell count: 0
- Area added between synthesis and finish: 129%
- Cell count in the Yosys report: 35
- Post-route worst setup slack: -0.0655 ns
- Per-cell routed wire length: 15.3 µm
- Tightest Hold Check Type: input port to output port
- Core Density at Floorplan: 10.9%
- Mean instance size in the synthesized netlist: 10.7 µm²
- Tally of nets with antenna violations remaining after routing: 0
- # port buffers: 49
- Number of maximum-capacitance constraint violations: 0
- Peak supply drop: 0.000114 V
- Chip width: 80 µm
- Via/cell ratio: 3.11
- Share of layout cells above drive strength 1: 42.2%
- Number of warnings in the stage logs: 35
- Number of global-route vias before repair: 444
- Largest cells by area after synthesis: sky130_fd_sc_hd__mux2_4 40%, sky130_fd_sc_hd__buf_4 32%, sky130_fd_sc_hd__mux2_2 18%
- Power density over the cells: 364 nW/µm²
- Area share, top type: 40.3%
- Count of distinct cell types in the synthesized netlist: 6
- Startpoint type of the worst setup path: input port
- Top cell excl fill/tap: sky130_fd_sc_hd__dlygate4sd2_1
- Count of endpoints failing setup in the final report: 16
- Number of diodes added for antenna fixing: 0
- Top-level port count: 70
- Unrepaired setup endpoints after global routing: true
- Placed cell count: 128
- FILL cells: 378
## final timing paths
path,startpoint,end,slack (ns),cells past startpoint
worst max-delay path,pc_data,address_out[3],-0.07,4
worst min-delay path,pc[10],address_out[10],0.80,3
## cells in the mapped netlist (all sizes together)
cell type and n:
conb 1, mux2 16, buf 18
## metrics by stage
step           hold WS [ns]  cell area, µm²  util, %  worst slack [ns]
2_1_floorplan         0.498             429        -            0.0725
3_3_place_gp           1.44             846     24.8            -0.872
3_5_place_dp           1.44             846     24.8            -0.872
4_1_cts               0.800             823     24.1           -0.0729
5_1_grt               0.813             855     25.0           -0.0844
6_report              0.797             855     25.0           -0.0655
## layer usage
layer  wire length (µm)  part of all wire, %  up-vias  track usage (%)
met1                873                   44      175             6.99
met5                  0                    0        -                0
li1                   -                    -      183                -
met4                  0                    0        0                0
met2                802                   41       43             8.03
met3                296                   15        0             2.84
## final cells by class
class | instances | area (µm²) | share of cell area, %
timing repair buffer | 51 | 497 | 58.1
multi-input combinational | 32 | 300 | 35.1
tap | 46 | 57.6 | 6.73
## worst max-delay path, stage by stage
cell                     delay (ns)
sky130_fd_sc_hd__buf_12        0.11
sky130_fd_sc_hd__buf_12        0.14
sky130_fd_sc_hd__mux2_4        0.30
sky130_fd_sc_hd__buf_6         0.11
## what timing repair did
action | 4_1_cts | 5_1_grt
endpoints found under the hold margin | 0 | 0
resized | 103 | 5
buffers inserted | 0 | 0
endpoints found under the setup margin | 16 | 16
gates cloned | 1 | 0
## cell families (layout without fill, tap and decap cells)
logic type             Yosys count  count (layout)  synth area share, %
other                            1              16                 1.01
multiplexers                    16              16                 58.4
buffers and inverters           18              51                 40.6
## power groups by stage
| stage | logic (mW) | clock network (mW) | registers, mW |
|---|---|---|---|
| 4_1_cts | 0.300 | 0 | 0 |
| 5_1_grt | 0.338 | 0 | 0 |
| 6_report | 0.311 | 0 | 0 |
Power and IR drop assume default switching activity.
